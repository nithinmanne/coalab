`flow/run.sh`:
```
#!/bin/bash
# OpenROAD 26Q1-2900-gdf79404cd8, Yosys 0.63+post, stock flow scripts
make -C /OpenROAD-flow-scripts/flow DESIGN_CONFIG=/design/flow/config.mk WORK_HOME=/design/flow/orfs finish
```
`flow/config.mk`:
```
export PLATFORM = sky130hd
export DESIGN_NAME = datareg
export DESIGN_NICKNAME = datareg
export VERILOG_FILES = /design/flow/design.v
export SDC_FILE = /design/flow/constraint.sdc
export NUM_CORES = 4
export LEC_CHECK = 1
export CORE_UTILIZATION = 30
```
`flow/constraint.sdc`:
```
current_design datareg

set clk_period 1.5
set clk_io_pct 0.2

create_clock -name clk0 -period $clk_period [get_ports {clk}]

set non_clock_inputs [all_inputs -no_clocks]
set_input_delay [expr $clk_period * $clk_io_pct] -clock clk0 $non_clock_inputs
set_output_delay [expr $clk_period * $clk_io_pct] -clock clk0 [all_outputs]
```
`flow/design.v`:
```
`timescale 1ns / 1ps
module datareg(n, ni, rem, remld, remi, div, divld, divi, res, resld, resi, clk, rst);
input [15:0] ni, remi, divi;
input remld, divld, resi, resld, clk, rst;
output [15:0] n, rem, div;
output res;
reg [15:0] n, rem, div;
reg res;
always @(posedge clk)
begin
	if(rst == 1)
	begin
		n <= ni;
		rem <= 0;
		div <= 0;
		res <= 1'b1;
	end
	else
	begin
		if(remld==1) rem <= remi;
		if(divld==1) div <= divi;
		if(resld==1) res <= resi;
	end
end
endmodule
```
==> results_dict.tcl <==
# metrics dict for downstream scripts
set metrics [dict create \
    ys_ff 49 \
    cp.arrival_ns 1.13 \
    whs_path_depth 2 \
    root_buffer "clkbuf_8" \
    place_congestion 0.730 \
    finalWirelength_um 3650 \
    fmax_ghz 0.698 \
    power_density_nw_per_um2 947 \
    track_usage_pct 13.2 \
    place_ws_ns 0.0949 \
    drive_above_1_share_pct 6.11 \
    core_area_um2 5240 \
    cts_buffers 5 \
    r2r-end "res" \
    synthCells 123 \
    grt_max_degree 30 \
    grt_pass1_vias 1248 \
    routedWlPerCell_um 12.2 \
    firstDrtPassIters 4 \
    worstMarginPinSlew_ns 0.589 \
    synth_area_per_cell_um2 13.6 \
    cts.reportedPaths.clkPinSlew_ns 0.09 \
    cts_max_path_buffers 2 \
    rsz0062_at_grt "false" \
    cts.sinks 49 \
    critical_path_class "reg -> out" \
    place_area_um2 2760 \
    grt_antenna_before_repair 0 \
    pin_count 103 \
    die-width_um 76.8 \
    design_area_um2 2850 \
    portBuffers 102 \
    drv_slew 0 \
    finalHoldViolCount 0 \
    whs_endpoint "rem[3]" \
    tritoncts "yes" \
    route.detailed.drc 0 \
    grt_pass1_wl_um 5970 \
    setup_viol 0 \
    power.switching_mw 0.555 \
    reg2reg_slack_ns 0.75 \
    slowest_delay_ns 0.49 \
    die_h_um 76.8 \
    drtAntennaViolNets 0 \
    r2r_cells 2 \
    worst-path-buf-inv 1 \
    outcome "finished clean" \
    placementRows 26 \
    cp.required_ns 1.20 \
    postLayoutCoreUtil_pct 54.5 \
    postCtsSetupBuffers 0 \
    leakage_nw 1.15 \
    viasPerCell 4.15 \
    fin_crit_ns 1.43 \
    warnings 25 \
    grt-ovfl-total 0 \
    power_mw 2.70 \
    ctsHtreeMaxLevel 2 \
    area_growth_pct 70.0 \
    slowest_stage "clkdlybuf4s50_1" \
    power_frac_seq_pct 55.4 \
    fillers 430 \
    ys_area_um2 1680 \
    yosysWarningCount 1 \
    worst_ir_drop_vdd_mv 0.430 \
    cts_resized 0 \
    r2r_start "res" \
    postSynthSeqShare_pct 68.0 \
    ys_cells 123 \
    ctsHoldBuffers 0 \
    hpwl_um 2700 \
    synth_cell_type_count 10 \
    setup_slack_ns 0.0676 \
    start_kind "flop" \
    setup_tns_ns 0 \
    fp-utilization_pct 32.0 \
    hold_path.class "in -> reg" \
    timing.hold.ws_ns 0.481 \
    clock_latency_ns 0.30 \
    cellInternalPower_mw 2.15 \
    critPathMaxFanout 2 \
    finalClockSkew_ns 0 \
    max_cap_viol_count 0 \
    worstHoldStart "rst" \
    p_clk_share_pct 29.3 \
    diodes 0 \
    dp.cells 291 \
    sw_frac_of_total_pct 20.5 \
    chipArea_um2 5900 \
    critPathCaptureType "primary output" \
    fin_cells 299 \
    finalCritPeriodShare_pct 95.5 \
    crit_family "buffers and inverters" \
    comb_power_share_pct 15.4 \
    path_cells "clkdlybuf4s50_1" \
    netlist_area_um2 1680 \
    slew_headroom_pct 60.7 \
    vias 1241 \
    drt_iter0_markers 27 \
]
==> flip-flops by register name, summed over array words and instances (netlist names) <==
name and cells:
rem 16, res 1, div 16, n 16
==> worst max path at each step <==
| stage | from | end | slack [ns] | depth (start not counted) |
|---|---|---|---|---|
| CTS | rem[15] | rem[15] | 0.05 | 1 |
| global route | rem[3] | rem[3] | 0.009 | 1 |
| finish | rem[3] | rem[3] | 0.07 | 1 |
==> per-layer routing <==
metal	GRT usage [%]	vias to the layer above	part of all wire, %	wire [um]
met2	18.8	59	42	1540
met3	5.44	6	11	391
li1	-	622	-	-
met4	1.92	0	1.6	58
met5	0	-	0	0
met1	20.1	554	46	1670
==> Yosys cell counts <==
cell / number / share of area (%)
buf_2: 3 / 0.89
clkbuf_1: 1 / 0.22
nor2b_1: 1 / 0.37
buf_12: 2 / 2.4
a211o_1: 1 / 0.52
buf_6: 2 / 1.3
nor2_1: 32 / 7.2
dfxtp_1: 33 / 39
mux2i_1: 32 / 19
edfxtp_1: 16 / 29
==> final cells by class <==
cell class,count,area [um2],area share (%)
flip-flops and latches,49,1140,40.0
repair buffers,106,1070,37.5
multi-input cells,66,455,16.0
well taps,70,87.6,3.07
clock buffers,6,82.6,2.89
clock inverters,2,13.8,0.482
==> cell usage in the layout, fill, tap and decap left out, types with 2 or more instances in the layout <==
| cell | count |
|---|---|
| buf_12 | 2 |
| buf_4 | 2 |
| mux2i_1 | 32 |
| clkbuf_8 | 6 |
| clkdlybuf4s50_1 | 101 |
| edfxtp_1 | 16 |
| nor2_1 | 32 |
| dfxtp_1 | 32 |
==> logic make-up after synthesis <==
logic type             count (synthesis)  share of synthesized area [%]
AND-OR/OR-AND                          1                          0.522
multiplexers                          32                           19.1
flip-flops                            49                           68.0
AND/OR/NAND/NOR                       33                           7.53
buffers and inverters                  8                           4.85
==> power by group through the flow <==
stage     combinational, mW  clock, mW  sequential (mW)
4_1_cts               0.421      0.831             1.50
5_1_grt               0.448      0.881             1.51
6_report              0.415      0.791             1.50
Power and IR drop assume default switching activity.
